`design/flow/design.v`:
```
module Mealy_101(
  input clk,
  input rst,
  input I,
  output reg det 
);
  parameter S0 = 2'b00;
  parameter S1 = 2'b01;
  parameter S2 = 2'b10;
  reg [1:0]state;
  reg [1:0]next_state;
  always@(posedge clk)
    begin              
    	if(rst)
    	   state<=S0;
    	else
    	   state<=next_state;
    end
  always@(state,I)
    begin
      case(state)
        S0: if(I)
          	next_state<=S1;
            else
              	next_state<=S0;
        S1:  if(I)
          	next_state<=S1;
             else
              	next_state<=S2;
        S2:  next_state<=S0;
      endcase
    end
   always@(state,I)
    begin
      case(state)
        S0: det=0;
        S1: det=0;
        S2:  if(I)
          	det=1;
             else
             	det=0;
      endcase
    end
endmodule
```
`design/flow/run.sh`:
```
#!/bin/bash
# OpenROAD 26Q1-2900-gdf79404cd8, Yosys 0.63+post, stock flow scripts
make -C /OpenROAD-flow-scripts/flow DESIGN_CONFIG=/design/flow/config.mk WORK_HOME=/design/flow/orfs finish
```
`design/flow/config.mk`:
```
export PLATFORM = sky130hd
export DESIGN_NAME = Mealy_101
export DESIGN_NICKNAME = Mealy_101
export VERILOG_FILES = /design/flow/design.v
export SDC_FILE = /design/flow/constraint.sdc
export NUM_CORES = 4
export LEC_CHECK = 1
export CORE_AREA = 10 10 70 70
export DIE_AREA = 0 0 80 80
```
`design/flow/constraint.sdc`:
```
current_design Mealy_101

set clk_period 1.0
set clk_io_pct 0.2

create_clock -name clk0 -period $clk_period [get_ports {clk}]

set non_clock_inputs [all_inputs -no_clocks]
set_input_delay [expr $clk_period * $clk_io_pct] -clock clk0 $non_clock_inputs
set_output_delay [expr $clk_period * $clk_io_pct] -clock clk0 [all_outputs]
```
==> notes.org <==
#+TITLE: Flow metrics

** Route
- Total via count in the routed design :: 111
- TritonRoute output was used to compute an average wire per cell of 4.18 microns.
- Starting DRC count in detailed routing :: 0
- Post-route ant nets :: 0
- The detailed router reported a total wirelength of 280 microns.
- Antenna repair during routing inserted a diode count of 0.
- Dividing the detail-routed via count by the number of cells gives 1.66.
- Number of remaining DRC errors :: 0
- Pre-antenna DRT Iters :: 1

** Worst setup path
- Data on the critical path arrives at its endpoint at 0.73 ns.
- Worst-path maximum fanout :: 2
- Required time reported for the critical path endpoint :: 1.11 ns
- Looking at the critical path, the single cell with the biggest stage delay is sky130_fd_sc_hd__clkdlybuf4s50_1.
- Endpoint kind of the worst setup timing path :: flip-flop
- Buffers plus inverters on the worst setup path :: 1
- Largest delay contributor family on the critical path :: buffers and inverters
- Worst setup path class :: in2reg
- STA classifies the critical path startpoint as an input pin.
- Per STA, the worst path is made up of clkdlybuf4s50_1 > nor2b_1.
- Largest stage delay on the critical path :: 0.48 ns

** Final timing
- Final setup violation count :: 0
- Portion of the clock cycle consumed by the worst path in the final layout :: 61.6%
- Worst Setup Slack, final :: 0.384 ns
- Hold is met by 0.546 ns.
- Subtracting the final worst setup slack from the clock period gives 0.616 ns.
- The timer found 3 register pins that no clock reaches; their paths are not timed.
- Setup repair after global routing left no endpoint under its margin.
- Transition at the pin with the smallest max-transition slack :: 0.109 ns
- Hold Violations, Final :: 0
- For reference, the final report shows the max-slew violation count at 0.
- Slew headroom :: 92.7%
- Setup TNS :: 0 ns
- Fmax :: 1620 MHz
- Number of unconstrained endpoints :: 4

** Finish
- The final report lists a non-filler cell total of 67.
- Share of post-route cells with drive strength above 1 :: 23.8%
- By instance count after routing, the leading logic cell types are sky130_fd_sc_hd__ha_1, sky130_fd_sc_hd__clkbuf_4, sky130_fd_sc_hd__dlxtn_1, sky130_fd_sc_hd__clkdlybuf4s50_1.
- Area growth from synthesis to layout :: 66.2%

** Global route
- The first global-routing pass estimated 476 microns of wire.
- All-Layer GR Usage :: 0.927%
- The via count of the first global-routing pass was 131.
- Remaining global-route overflow :: 0
- Antenna violations before repair :: 0
- Pin count of the biggest net entering global routing :: 4

** Synth
- The stat command in Yosys gives a chip area of 166 sq um.
- Syn_area_per_cell :: 11.1 sq um
- Number of standard cells after synthesis :: 15
- Register bit total from synthesis :: 5
- The warning tally printed by Yosys for this design is 1.
- Number of cells in the yosys synthesis report :: 15
- Unique masters post-synth :: 8
- Cell area after synthesis :: 166 sq um

** Placed design
- Port buffering added 3 buffers.
- Post-Place Worst Slack :: 0.155 ns
- Once placement completed, the tool counted placed cells totaling 64.
- At the end of routability-driven placement, the weighted congestion stood at 0.580.
- According to the dpl log, the detail-placed design has an HPWL of 237 microns.

** Status
- The flow ran to the end, and the final reports show no timing, DRC or antenna violations.

** CTS
- Number of CTS-inserted buffers :: 3
- Number of H-tree levels :: 1
- TritonCTS built the clock tree.
- Per the CTS log, the root buffer master is sky130_fd_sc_hd__clkbuf_4.
- Post-CTS timing repair inserted 0 buffers for setup.
- CTS-repair resized insts :: 0
- In this run, post-CTS hold repair placed 0 buffers.
- After clock tree synthesis, the clock-pin slew on the worst setup and hold paths is 0.03 ns.
- Counting along the longest clock path gives a buffer depth of 2.

** Power and ir drop
- IR drop worst, VDD :: 0.000175 V
- For this design the ratio of total power to cell area is 979 nW/um^2.
- In this run the static leakage power is 0.109 nW.
- After layout, the design draws a total of 0.000271 W.

** Worst hold path
- The min-delay analysis places its worst path in the category in2reg.

** Die
- Die boundary width :: 80 microns
- Starting Density :: 4.87%
- After floorplanning, the die was sized to cover 6400 sq um.
- Placeable Area :: 3420 sq um
- The die is 80 microns tall.
- Boundary pin count :: 4
- According to the floorplan log, the row count is 21.

** Flow run
- Warnings raised by the tools during the run amount to 27.
- The report counts max-capacitance violations totalling 0.
-- final cells by class --
class	instances	area (sq um)
Timing Repair Buffer	3	30.0
Sequential cell	5	85.1
Clock buffer	3	22.5
Multi-Input combinational cell	8	73.8
Fill cell	408	3140
Inverter	2	7.51
Tap cell	46	57.6
-- path summary, 6_finish.rpt --
path	start	endpoint	slack, ns	cells after the start
worst min-delay path	rst	state[1]$_SDFF_PP0_	0.55	2
worst max-delay path	rst	state[0]$_SDFF_PP0_	0.38	2
-- through the flow --
step	area, sq um	util (%)
global placement	254	7.44
CTS	277	8.10
finish	277	8.10
global route	277	8.10
floorplan	166	-
detailed placement	254	7.44
-- metal layers --
metal	wire (microns)	part of all wire (%)	track usage, %
met2	179	64	1.69
met3	0	0	0.227
met4	0	0	0.528
met5	0	0	0
met1	100	36	0.932
-- synth_stat cells --
library cell	n	share of area (%)
sky130_fd_sc_hd__and2b_2	1	5.3
sky130_fd_sc_hd__ha_1	3	23
sky130_fd_sc_hd__dlxtn_1	3	27
sky130_fd_sc_hd__inv_1	2	4.5
sky130_fd_sc_hd__o21a_1	1	4.5
sky130_fd_sc_hd__dfxtp_1	2	24
sky130_fd_sc_hd__nor2b_1	2	7.5
sky130_fd_sc_hd__and2_2	1	4.5
-- registers in the layout (all words and copies together) (netlist names) --
register,count
state,2
next_state,2
det,1
-- where the power goes --
part | internal (W) | switching, W
clock network | 0.000132 | 0.0000411
registers | 0.0000826 | 0.000000871
logic | 0.0000104 | 0.00000392
-- kinds of logic after synthesis --
group	share of synthesized area [%]
fa+ha+maj	22.6
compound gates	4.51
simple gates	17.3
flops	24.1
latches	27.1
buf+inv	4.51
No activity file was given, so power comes from the tool's default toggle rates.
