==> config.mk <==
export PLATFORM = sky130hd
export DESIGN_NAME = UpDownCounter
export DESIGN_NICKNAME = UpDownCounter
export VERILOG_FILES = /design/flow/design.v
export SDC_FILE = /design/flow/constraint.sdc
export NUM_CORES = 4
export LEC_CHECK = 1
export CORE_AREA = 10 10 70 70
export DIE_AREA = 0 0 80 80
==> constraint.sdc <==
current_design UpDownCounter

set clk_period 1.8
set clk_io_pct 0.2

create_clock -name clk0 -period $clk_period [get_ports {clk}]

set non_clock_inputs [all_inputs -no_clocks]
set_input_delay [expr $clk_period * $clk_io_pct] -clock clk0 $non_clock_inputs
set_output_delay [expr $clk_period * $clk_io_pct] -clock clk0 [all_outputs]
==> run.sh <==
#!/bin/bash
# OpenROAD 26Q1-2900-gdf79404cd8, Yosys 0.63+post, stock flow scripts
make -C /OpenROAD-flow-scripts/flow DESIGN_CONFIG=/design/flow/config.mk WORK_HOME=/design/flow/orfs finish
==> design.v <==
module UpDownCounter(
  input clk,
  input rst,
  input mode,
  output reg [2:0]count
);
  always@(posedge clk)
    begin
      if(mode)
        begin
          if((rst==1)|(count==0))
            count<=7;
          else
            count<=count-1;
        end
      else
        begin
          if((rst==1)|(count==7))
            count<=0;
          else
            count<=count+1;
        end
    end
endmodule
==> run_results.csv <==
group,metric,value,unit
status,outcome,"finished clean",
die,chip_area,0.00640,mm2
critical_path,cp_data_arrival_time,1.14,ns
synthesis,avgSynthCellArea,10.1,um2
clock_tree,cts_tree,"yes",
layout,area_growth,63.3,%
layout,largest_reg_flops,3,
die,fp.dieW,80,um
sta,maxSlewViolCount,0,
sta,grt_setup_unrepaired,"false",
synthesis,synth_flops,3,
clock_tree,cts_root_buffer,"clkbuf_4",
detailed_routing,ant_nets,0,
flow_run,cap_violations,0,
sta,setup_viol,0,
detailed_routing,routed_wl,539,um
grt,gr-total-overflow,0,
detailed_routing,n_antenna_cell,0,
power_and_ir_drop,p_per_area,1010,mW/mm2
grt,grt_usage,1.53,%
detailed_routing,drt-pass1-iter-count,2,
clock_tree,clockBufferDepth,2,
synthesis,top_cell_area_share,28.4,%
critical_path,worst-path-buf-inv,1,
layout,fin_area,345,um2
sta,finClkSkew,0.00473,ns
sta,tns,0,ns
clock_tree,cts_sinks,3,
layout,top_register,"count",
detailed_routing,post-route-drc-count,0,
detailed_routing,viasPerCell,2.57,
sta,tightest_slew,0.251,ns
die,coreArea,0.00342,mm2
grt,grt_pass1_vias,202,
critical_path,worst-path-stages,1,
synthesis,synth_cells,21,
grt,antenna_found_initial,0,
critical_path,reg2reg_depth,4,
die,fp-utilization,6.19,%
die,rows,21,
synthesis,largest_area_cell,"dfxtp_1",
power_and_ir_drop,peakVddDrop,0.159,mV
hold_path,min_path_cells,2,
placed_design,place_congestion,0.684,
power_and_ir_drop,leakage,0.133,nW
synthesis,yosys.stat.seqShare,28.4,%
detailed_routing,wl_per_cell,7.09,um
critical_path,path_cells,"clkdlybuf4s50_1",
critical_path,critical_path_class,"reg2out",
grt,grt_pass1_wl,828,um
layout,layout-drive-gt1-share,13.3,%
critical_path,startpoint_type,"flop",
placed_design,hpwl,414,um
grt,grt_max_degree,8,
critical_path,cp_max_fo,5,
critical_path,max_stage_delay,0.51,ns
clock_tree,clk_pin_slew,0.04,ns
synthesis,ys_cells,21,
detailed_routing,num_vias,195,
layout,reg_top3,"count: 3 flops",
synthesis,synth.area.top_cells,"dfxtp_1 28%, ha_1 24%, nor2b_1 5.9%",
placed_design,place_area,319,um2
die,ios,6,
synthesis,yosys.stat.chipArea,211,um2
synthesis,yosys_warnings,1,
layout,num-fill-cells,399,
critical_path,crit_path_end_kind,"output pin",
sta,period_minus_slack,1.50,ns
clock_tree,clk_latency,0.24,ns
synthesis,mappedNetlistArea,211,um2
critical_path,critPathTopFamily,"buffers and inverters",
critical_path,required,1.44,ns
clock_tree,hold_buffers,0,
sta,finalHoldViolCount,0,
detailed_routing,first_iter_violations,12,
hold_path,hp-class,"reg2reg",
clock_tree,cts_setup_buffers,0,
sta,fmax,0.666,GHz
clock_tree,numCtsBuffers,3,
placed_design,port_buffers,5,
die,die.size.y,80,um
critical_path,cpMaxStageDelayCell,"clkdlybuf4s50_1",
power_and_ir_drop,power,0.348,mW
clock_tree,htreeDepth,1,
flow_run,warning_count,27,
synthesis,yosysUniqueCellTypes,14,
sta,relSlewSlack,83.0,%
clock_tree,post_cts_resized,0,
sta,period_used_share,83.4,%
path summary, 6_finish.rpt:
| check | from | endpoint | slack, ns |
|---|---|---|---|
| worst max-delay path | count[0]$_DFF_P_ | count[0] | 0.30 |
| worst min-delay path | count[2]$_DFF_P_ | count[0]$_DFF_P_ | 0.64 |
| worst max register to register | count[0]$_DFF_P_ | count[2]$_DFF_P_ | 0.35 |
| worst min register to register | count[2]$_DFF_P_ | count[0]$_DFF_P_ | 0.64 |
cells in the mapped netlist:
library cell and count:
ha_1 4, dfxtp_1 3, inv_1 2, nor2b_1 2, a211oi_1 1, a21boi_0 1
a221o_1 1, a2bb2oi_1 1, and3b_1 1, nand2b_1 1, nor3b_1 1, nor4b_1 1
o21ba_2 1, or3_1 1
cell type report:
| cell class | instances | area [um2] | share of cell area (%) |
|---|---|---|---|
| multi-input cells | 16 | 144 | 41.7 |
| well taps | 46 | 57.6 | 16.7 |
| flip-flops and latches | 3 | 60.1 | 17.4 |
| repair buffers | 5 | 50.0 | 14.5 |
| inverters | 2 | 7.51 | 2.17 |
| clock buffers | 4 | 26.3 | 7.61 |
layout by cell type (no fill, tap or decap):
master / n
a211oi_1: 1
inv_1: 2
nor2b_1: 2
dfxtp_1: 3
or3_1: 1
o21ba_2: 1
and3b_1: 1
clkbuf_1: 1
ha_1: 4
clkdlybuf4s50_1: 5
a2bb2oi_1: 1
nand2b_1: 1
clkbuf_4: 3
a221o_1: 1
nor4b_1: 1
a21boi_0: 1
nor3b_1: 1
metrics by stage:
stage                     utilization, %  std cells  hold slack (ns)  setup WS (ns)
after CTS                           10.1         76            0.649          0.261
after global routing                10.1         76            0.689          0.266
after detailed placement            9.34         72            0.638          0.309
after floorplan                        -         21            0.500          0.487
after global placement              9.34         72            0.623          0.346
final                               10.1         76            0.644          0.299
metal layers:
metal  routed length (um)  global-route usage [%]
met4                   19                    1.23
met5                    0                       0
met3                    4                   0.227
met2                  311                    3.05
met1                  203                    1.27
cell families after synthesis:
family                     share of synthesized area, %
AOI/OAI and AO/OA                                  20.7
adders and majority gates                          23.7
buffers and inverters                              3.55
DFF                                                28.4
and+or+nand+nor                                    23.7
where the power goes:
part	internal (mW)	switching, mW	leakage (nW)	total (mW)
Combinational	0.0809	0.0448	0.0923	0.126
Sequential	0.0847	0.0185	0.0253	0.103
Clock	0.0832	0.0363	0.0150	0.119
Power is estimated from default activity; no workload was simulated.
