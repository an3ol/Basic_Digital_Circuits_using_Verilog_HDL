==> ./design.v <==
module LeftRightShiftRegister(
  input clk,
  input rst,
  input mode,
  input SI,
  output reg SO,
  output reg [3:0]SR
);
  always@(posedge clk)
    begin
      	if(mode)
        	begin
              if(rst)
                begin
                	SR<=4'b0;
              		SO<=1'b0;
                end
              else
                begin
                  	SR<={SI,SR[3:1]};
              		SO<=SR[0];
                end
        	end
   		else
    		begin
              if(rst)
                begin
                	SR<=4'b0;
              		SO<=1'b0;
                end
              else
                begin
                  SR<={SR[2:0],SI};
                  SO<=SR[3];
                end
            end
	end
endmodule
==> ./run.sh <==
#!/bin/bash
# OpenROAD 26Q1-2900-gdf79404cd8, Yosys 0.63+post, stock flow scripts
make -C /OpenROAD-flow-scripts/flow DESIGN_CONFIG=/design/flow/config.mk WORK_HOME=/design/flow/orfs finish
==> ./config.mk <==
export PLATFORM = sky130hd
export DESIGN_NAME = LeftRightShiftRegister
export DESIGN_NICKNAME = LeftRightShiftRegister
export VERILOG_FILES = /design/flow/design.v
export SDC_FILE = /design/flow/constraint.sdc
export NUM_CORES = 4
export LEC_CHECK = 1
export CORE_AREA = 10 10 70 70
export DIE_AREA = 0 0 80 80
==> ./constraint.sdc <==
current_design LeftRightShiftRegister

set clk_period 1.1
set clk_io_pct 0.2

create_clock -name clk0 -period $clk_period [get_ports {clk}]

set non_clock_inputs [all_inputs -no_clocks]
set_input_delay [expr $clk_period * $clk_io_pct] -clock clk0 $non_clock_inputs
set_output_delay [expr $clk_period * $clk_io_pct] -clock clk0 [all_outputs]
==> notes.md <==
fresh numbers from the pnr run: Flops after synth 5, Pins Over Slew Limit 0, TritonRoute pass-1 iters 4, Die ar. 6400 um2, hold path cells 2, gate count after technology mapping 16, Worst Path Max Fanout 5, most common logic cells in the final layout mux2i_1 (5), nor2_1 (5), dlygate4sd2_1 (5), cycle use final 93.95%, initial antenna violation count 0, CTS tree built, CP max-delay cell clkdlybuf4s50_1, global route overflow 0, yosys cell count 16, post-synthesis cell area approximately 180 um2, share of cells above drive strength 1 between 20% and 30%, M1 GR Usage 1.864%, pin count of the biggest net entering global routing 6, crit path buf inv count 1, required time of the critical path 1.22 ns, core area 3416 um2, first-pass GRT wire length around 800 um, # DRC 0, ant diodes 0, clock latency at the later pin of the worst-skew pair 0.24 ns, routed vias 147, Synth Seq Share 55.56%, fin cells ~74, Final Hold Viols 0, Static Leak 0.1510 nW, Cells after DPL 69, Placer Congestion 0.6677, Log Warnings 25, Layout Area Growth over Synthesis 88.19%, Worst Hold Class flop to flop, die span in y 80 um, clk_skew 0.004621 ns, Top Usage Layer GRT met2, num rows 21, CP delay by family, top buffers and inverters, number of port buffers 8, post-synth cell types 4, wire length per cell 7.216 um, H-tree level count 1, crit path cell chain clkdlybuf4s50_1 > mux2i_1 > nor2_1, Critical Path Source Type input pin, Worst Setup End Kind flop, Clk pin slew, worst setup/hold paths ~0.05 ns, Worst IR Drop VDD 0.2303 mV, Ys Warns 1, Pwr per Cell Area 1308 nW/um2, Die Wd about 80 um, status finished clean, Setup-failing EPs final 0, min cycle time layout 1.033 ns, unrepaired setup endpoints after global routing no, YS chip area between 150 and 200 um2, Comb area 68.82 um2, WP data arrival roughly 1.2 ns, First DRT Iteration DRCs 5, FILL cells 403, vias in the first global route around 170, clk root buf clkbuf_4, TritonCTS Sinks 5, num ports 9, Max-slew headroom slightly above 80%, worst slew pin tran between 0.2 and 0.3 ns, Worst path max stage delay 0.63 ns, via/cell ratio 1.986, # Max-Cap Violations 0, met2 GRT Util 2.167%, Syn Area/Cell 11.26 um2, Total Wirelength 534 um, ANT nets after route 0, Worst R2R Path Depth 3, CTS max path bufs 2, sequential cell area ~110 um2, CTS Buf Count 3, critical path depth 3, DP Area 306.5 um2, Final Cell Area 339.1 um2, worst setup path class input pin to flop, met3 Track Usage GR 1.932%, GRT Total Usage 1.738%, utilization after layout 9.927%, Initial Util 5.275%, max frequency 0.9676 GHz
[worst min-delay path, delay by kind of cell (launching register included)]
| kind | cells | cell delay [ns] |
|---|---|---|
| flops | 1 | 0.33 |
| mux | 1 | 0.06 |
| simple gates | 1 | 0.08 |
[per-stage QoR]
step                 power, W  hold WS (ns)  worst slack, ns  TNS (ns)
global placement    0.0002384        0.5196          -0.1535   -0.6734
global route        0.0004801        0.5371          0.02471         0
detailed placement  0.0002387        0.5254          -0.1708   -0.7404
finish              0.0004436        0.5016          0.06653         0
floorplan           0.0002124        0.2924           0.4590         0
CTS                 0.0004543        0.5098          0.04126         0
[state kept, by name, summed over array words and instances, names as in the netlist]
signal,count
SR,4
SO,1
[cells by family (layout without fill, tap and decap cells)]
family        Yosys count  in the layout  share of synthesized area, %
buf+inv                 1             13                         6.250
simple gates            5              5                         10.42
mux                     5              5                         27.78
flops                   5              5                         55.56
[path summary, 6_finish.rpt]
path | startpoint | endpoint | slack, ns
hold reg to reg | SR[2]$_DFF_P_ | SR[3]$_DFF_P_ | 0.50
hold / removal | SR[2]$_DFF_P_ | SR[3]$_DFF_P_ | 0.50
setup reg to reg | SR[1]$_DFF_P_ | SR[0]$_DFF_P_ | 0.34
setup / recovery | mode | SR[2]$_DFF_P_ | 0.07
[power by group]
part / switching [W] / internal (W) / total (W)
logic: 0.0000142 / 0.0000250 / 0.0000392
clock network: 0.0000733 / 0.000137 / 0.000210
registers: 0.00000404 / 0.000190 / 0.000194
[metal layers]
metal  up-vias  share of wire [%]
met2         8                 40
met3         0                 19
met4         0                  0
met1        64                 40
li1         75                  -
met5         -                  0
[timing repair]
action	CTS	global route
hold buffers	0	0
setup buffers	1	0
gates resized	8	1
endpoints found under the setup margin	5	1
[synth_stat cells]
cell | count | area (um2)
buf_6 | 1 | 11.26
dfxtp_1 | 5 | 100.1
mux2i_1 | 5 | 50.05
nor2_1 | 5 | 18.77
[layout make-up]
| cell class | instances | area share, % |
|---|---|---|
| sequential | 5 | 31.00 |
| timing repair buffer | 9 | 23.99 |
| multi-input combinational | 10 | 20.30 |
| tap | 46 | 16.97 |
| clock buffer | 4 | 7.749 |
Power is estimated from default activity; no workload was simulated.
